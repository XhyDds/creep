`flow/run.sh`:
```
#!/bin/bash
# OpenROAD 26Q1-2900-gdf79404cd8, Yosys 0.63+post, stock flow scripts
make -C /OpenROAD-flow-scripts/flow DESIGN_CONFIG=/design/flow/config.mk WORK_HOME=/design/flow/orfs finish
```
`flow/config.mk`:
```
export PLATFORM = sky130hd
export DESIGN_NAME = IPCP_launch
export DESIGN_NICKNAME = IPCP_launch
export VERILOG_FILES = /design/flow/design.v
export SDC_FILE = /design/flow/constraint.sdc
export NUM_CORES = 4
export LEC_CHECK = 1
export CORE_UTILIZATION = 40
export SYNTH_MEMORY_MAX_BITS = 65536
```
`flow/constraint.sdc`:
```
current_design IPCP_launch

set clk_period 38.0
set clk_io_pct 0.2

create_clock -name clk0 -period $clk_period [get_ports {clk}]

set non_clock_inputs [all_inputs -no_clocks]
set_input_delay [expr $clk_period * $clk_io_pct] -clock clk0 $non_clock_inputs
set_output_delay [expr $clk_period * $clk_io_pct] -clock clk0 [all_outputs]
```
`flow/design.v`:
```
`timescale 1ns / 1ps
module bram #(
    parameter DATA_WIDTH = 32,
              ADDR_WIDTH = 8
)
(
    input clk,                     
    input [ADDR_WIDTH-1:0] raddr,   
    input [ADDR_WIDTH-1:0] waddr,
    input [DATA_WIDTH-1:0] din,    
    input we,                      
    output [DATA_WIDTH-1:0] dout
); 
wire [DATA_WIDTH-1:0]dout_1;
reg [DATA_WIDTH-1:0]din_reg;
reg choose;
always @(posedge clk)begin
    din_reg <= din;
    choose <= we && (raddr == waddr);
end
assign dout = choose ? din_reg : dout_1;
ip_bram #(
    .RAM_WIDTH(DATA_WIDTH),
    .RAM_DEPTH(1<<ADDR_WIDTH)
)
ip_bram(
    .clka(clk),
    .addra(waddr),
    .addrb(raddr),
    .dina(din),
    .wea(we),
    .enb(1'b1),
    .doutb(dout_1)
);
endmodule
module ip_bram #(
    parameter RAM_WIDTH = 32,                   
    parameter RAM_DEPTH = 3,                   
    parameter RAM_PERFORMANCE = "LOW_LATENCY",  
    parameter INIT_FILE = ""                        
)(
    input [clogb2(RAM_DEPTH-1)-1:0] addra,  
    input [clogb2(RAM_DEPTH-1)-1:0] addrb,  
    input [RAM_WIDTH-1:0] dina,           
    input clka,                           
    input wea,                            
    input enb,                            
    output [RAM_WIDTH-1:0] doutb                   
);
  (*RAM_STYLE="block"*)reg [RAM_WIDTH-1:0] ram [RAM_DEPTH-1:0];
  reg [RAM_WIDTH-1:0] dout_reg = {RAM_WIDTH{1'b0}};
  generate
    if (INIT_FILE != "") begin: use_init_file
      initial
        $readmemh(INIT_FILE, ram, 0, RAM_DEPTH-1);
    end else begin: init_bram_to_zero
      integer ram_index;
      initial
        for (ram_index = 0; ram_index < RAM_DEPTH; ram_index = ram_index + 1)
          ram[ram_index] = {RAM_WIDTH{1'b0}};
    end
  endgenerate
  always @(posedge clka) begin
    if (wea)
      ram[addra] <= dina;
    if (enb)
      dout_reg <= ram[addrb];
  end
  assign doutb = dout_reg;
  function integer clogb2;
    input integer depth;
      for (clogb2=0; depth>0; clogb2=clogb2+1)
        depth = depth >> 1;
  endfunction
endmodule
module IPCP_launch(
    input clk,rstn,
    input [31:0] IPaddr,
    input [31:0] visitaddr,
    input visitaddr_valid,
    output [31:5] baseaddr,
    output [7:0] strideout,
    output [1:0] typeout,
    output [6:0] IPsigout,
    input [6:0] CSPT_lookaddr,
    output [9:0] CSPT_dataout
);
    localparam NL=0,CS=1,CPLX=2,GS=3;
     reg [1:0] type0,type1,type2;
    reg [7:0] stride0,stride1,stride2;
    reg [31:5] visitaddr0,visitaddr1;reg vaddrvalid0,vaddrvalid1;
    reg [31:0] IPaddr0,IPaddr1;
    wire [31:0] IP_dout,IP_din;
    wire [8:0]IP_tagout;wire IP_vout,IP_svout,IP_teout,IP_drout;
    reg [8:0]IP_tagin;reg IP_vin,IP_svin,IP_tein,IP_drin;
    wire [1:0] IP_lvpout,IP_confout;wire [6:0] IP_lloffsetout;
    reg [1:0] IP_lvpin,IP_confin;reg [6:0] IP_lloffsetin;
    wire [7:0] IP_strout;
    reg [7:0] IP_strin;
    wire [5:0] IP_raddr,IP_waddr;
    bram #(.DATA_WIDTH(32),.ADDR_WIDTH(6))IP_table(.clk(clk),.raddr(IP_raddr),
                    .waddr(IP_waddr),.din(IP_din),.dout(IP_dout),.we(vaddrvalid0));
    assign {IP_tagout,IP_vout,IP_lvpout,IP_lloffsetout,IP_strout,IP_confout,IP_svout,IP_teout,IP_drout}=IP_dout;
    assign IP_din={IP_tagin,IP_vin,IP_lvpin,IP_lloffsetin,IP_strin,IP_confin,IP_svin,IP_tein,IP_drin};
    assign IP_raddr=IPaddr[7:2],IP_waddr=IPaddr0[7:2];
    wire [5:0] IP_sig_waddr;
    wire [6:0] IP_sigin,IP_sigout;reg [6:0] IP_sig1;
    reg IP_sig_we;
    bram #(.DATA_WIDTH(7),.ADDR_WIDTH(6))IP_sigtable(.clk(clk),.raddr(IP_raddr),
                    .waddr(IP_sig_waddr),.din(IP_sigin),.dout(IP_sigout),.we(IP_sig_we));
    assign IP_sigin={IP_sig1[5:0],1'b0}^stride2;
    assign IP_sig_waddr=IPaddr1[7:2];
    wire [99:0] RST_din,RST_dout; wire [3:0] RST_raddr,RST_waddr;reg RST_we;
    wire [9:0] RST_tagout; wire [5:0] RST_vout,RST_lloffsetout,RST_pncout,RST_deout; wire [63:0] RST_bvout;
    wire RST_trout,RST_drout;
    reg [9:0] RST_tagin;reg [5:0] RST_vin,RST_lloffsetin,RST_pncin,RST_dein; reg [63:0] RST_bvin;
    reg RST_trin,RST_drin;
    bram #(.DATA_WIDTH(100),.ADDR_WIDTH(4))RST_table(.clk(clk),.raddr(RST_raddr),
            .waddr(RST_waddr),.din(RST_din),.dout(RST_dout),.we(vaddrvalid0));
    assign {RST_tagout,RST_vout,RST_lloffsetout,RST_bvout,RST_pncout,RST_deout,RST_trout,RST_drout}=RST_dout;
    assign RST_din={RST_tagin,RST_vin,RST_lloffsetin,RST_bvin,RST_pncin,RST_dein,RST_trin,RST_drin};
    assign RST_raddr=visitaddr[14:11],RST_waddr=visitaddr0[14:11];
    wire [6:0] CSPT_raddr;reg [6:0] CSPT_waddr;wire [9:0]CSPT_din,CSPT_dout;reg CSPT_we;
    wire [7:0] CSPT_strout;
    wire [1:0] CSPT_confout;
    reg [7:0] CSPT_strin;reg [1:0] CSPT_confin;
    bram #(.DATA_WIDTH(10),.ADDR_WIDTH(7))CSPT_table(.clk(clk),.raddr(CSPT_raddr),
            .waddr(CSPT_waddr),.din(CSPT_din),.dout(CSPT_dout),.we(CSPT_we));
    assign {CSPT_strout,CSPT_confout}=CSPT_dout;
    assign CSPT_din={CSPT_strin,CSPT_confin};
    assign CSPT_raddr=IPaddr0==IPaddr1?IP_sigin:IP_sigout;
    bram #(.DATA_WIDTH(10),.ADDR_WIDTH(7))CSPT_tableout(.clk(clk),.raddr(CSPT_lookaddr),
            .waddr(CSPT_waddr),.din(CSPT_din),.dout(CSPT_dataout),.we(CSPT_we));
    assign baseaddr=visitaddr1,typeout=type2,strideout=stride2,IPsigout=IP_sigin;
    always@(posedge(clk))
    begin
    if(!rstn)
        begin
        visitaddr0<=0;
        visitaddr1<=0;
        IPaddr0<=0;
        IPaddr1<=0;
        vaddrvalid0<=0;
        vaddrvalid1<=0;
        CSPT_waddr<=0;
        IP_sig1<=0;
        type1<=NL;
        stride1<=0;
        end
    else
        begin
        visitaddr0<=visitaddr[31:5];
        visitaddr1<=visitaddr0;
        IPaddr0<=IPaddr;
        IPaddr1<=IPaddr0;
        vaddrvalid0<=visitaddr_valid;
        vaddrvalid1<=vaddrvalid0;
        CSPT_waddr<=CSPT_raddr;
        IP_sig1<=IP_sigout;
        type1<=type0;
        stride1<=stride0;
        end
    end
    always@(*)
    begin
    IP_tagin=IP_tagout;IP_vin=IP_vout;IP_lvpin=IP_lvpout;
    IP_lloffsetin=IP_lloffsetout;IP_strin=IP_strout;IP_confin=IP_confout;
    IP_svin=IP_svout;IP_tein=IP_teout;IP_drin=IP_drout;type0=NL;
    stride0=visitaddr0[13:5]-{IP_lvpout,IP_lloffsetout}; 
    if(IP_tagout!=IPaddr0[16:8]) 
        begin
        if(IP_vout)
            IP_vin=0;
        else
            begin
            IP_tagin=IPaddr0[16:8];
            IP_vin=0;IP_lvpin=visitaddr0[13:12];
            IP_lloffsetin=visitaddr0[11:5];IP_strin=0;IP_confin=0;
            IP_svin=0;IP_tein=0;IP_drin=0;
            end
        end
     else
        begin
        IP_vin=1;
        IP_lvpin=visitaddr0[13:12];
        IP_lloffsetin=visitaddr0[11:5];
        if(RST_tagout==visitaddr0[24:15])
            IP_tein=~RST_trout;
        if(RST_trout&&RST_tagout==visitaddr0[24:15]) 
            begin
            IP_svin=1;
            IP_drin=RST_drout;
            end
        else if(visitaddr0[13:11]!={IP_lvpout,IP_lloffsetin[6]}&&IP_teout)
            begin
            IP_svin=0;
            end
        if(IP_svout) 
            begin
            type0=GS;
            stride0={{7{IP_drout}},1'b1};
            end
        else 
            begin
            if(stride0!=IP_strout&&|IP_confout)
                IP_confin=IP_confout-1;
            if(stride0==IP_strout&&~(&IP_confout))
                IP_confin=IP_confout+1;
            if(!IP_confout)
                IP_strin=stride0;
            if(IP_confout[1]) 
                begin
                type0=CS;
                stride0=IP_strout;
                end
            else
                type0=CPLX; 
            end
        end
    end
    always@(*)
    begin
    RST_tagin=RST_tagout;RST_vin=RST_vout;RST_lloffsetin=RST_lloffsetout;RST_bvin=RST_bvout;
    RST_pncin=RST_pncout;RST_dein=RST_deout;RST_trin=RST_trout;RST_drin=RST_drout;
    if(RST_tagout!=visitaddr0[24:15])
        begin
        if(RST_vout==0)
            begin
            RST_tagin=visitaddr0[24:15];
            RST_lloffsetin=visitaddr0[10:5];
            RST_bvin=64'b0;RST_pncin={1'b1,5'b0};
            RST_dein=0;RST_trin=0;RST_drin=1'b1;
            end
        else
            RST_vin=RST_vout-1;
        end
    else
        begin
        if(~(&RST_vout))
            RST_vin=RST_vout+1;
        RST_lloffsetin=visitaddr0[10:5];
        RST_bvin=RST_bvout|(64'b1<<visitaddr0[10:5]);
        if(RST_pncout!=0&&visitaddr0[10:5]<RST_lloffsetout)
            RST_pncin=RST_pncout-1; 
        else if(!(&RST_pncout)&&visitaddr0[10:5]>RST_lloffsetout)
            RST_pncin=RST_pncout+1;
        if(!(RST_bvout&(64'b1<<visitaddr0[10:5])))
            RST_dein=RST_deout+1;
        RST_trin=RST_trout|(&RST_deout[5:4]);
        RST_drin=~RST_pncin[5]; 
        end
    end
    always@(*)
    begin
    type2=type1;stride2=stride1;
    CSPT_we=0;IP_sig_we=0;
    CSPT_strin=CSPT_strout;CSPT_confin=CSPT_confout;
    if(type1==CPLX)
        begin
        CSPT_we=vaddrvalid1;IP_sig_we=vaddrvalid1;
        if(CSPT_confout==0)
            begin
            type2=NL;
            CSPT_strin=stride1;
            end
        else
            begin
            stride2=CSPT_strout;
            end
        if(stride1==CSPT_strout&&~(&CSPT_confout))
            begin
            CSPT_confin=CSPT_confout+1;
            end
        else if(stride1!=CSPT_strout&&CSPT_confout!=0)
            CSPT_confin=CSPT_confout-1;
        end
    end
endmodule
```
==> flow_summary.json <==
{
  "die_x_um": 764.3,
  "criticalPathCategory": "flop to output pin",
  "drive_above_1_share": 0.2764,
  "edf_count": 5376,
  "worst-path-max-fanout": 11,
  "cp-start-kind": "flop",
  "setup_viol": 0,
  "yosys_cells": 11370,
  "fin_crit_sh": 0.3383,
  "fp_util": 0.4021,
  "clk_latency_ps": 1120,
  "critPathRequiredTime_ps": 30400,
  "pre_cts_ws_ps": 24910,
  "via_count": 117100,
  "yosys_warnings": 9,
  "clk_pin_slew_ps": 60,
  "grt_first_pass_wirelength_mm": 881.6,
  "drt_iter0_markers": 7744,
  "p_seq_frac": 0.508,
  "muxShareOfSynthArea": 0.1889,
  "pin_count": 128,
  "ys.flops": 5832,
  "fmax_mhz": 77.80,
  "hpwlAfterDp_mm": 350.2,
  "clock_power_share": 0.391,
  "topCellsByArea": "edfxtp_1 (69%), mux4_2 (17%), dfxtp_1 (3.9%)",
  "slew_viol_final": 0,
  "ys_sh_xor": 0.004333,
  "comb_area_um2": 59750,
  "post_cts_resized": 0,
  "arrival_ps": 5250,
  "pwr-share-comb": 0.101,
  "port_buffers": 122,
  "root_buffer": "clkbuf_16",
  "core_um2": 578100,
  "warnings": 58,
  "most_common_cell": "edfxtp_1",
  "peakVddDrop_uv": 48.88,
  "rsz0062_at_grt": "false",
  "regMostFlops": "IP_table.ip_bram.ram",
  "grt_pass1_vias": 130700,
  "cts_setup_buffers": 0,
  "clock_sinks": 5832,
  "ys_sh_aoi": 0.02675,
  "die-area_um2": 584200,
  "drc_errors": 0,
  "skew_ps": 97.74,
  "p_int_mw": 11.26,
  "ant_nets": 0,
  "hold_buffers": 0,
  "cts_tree": "done",
  "ys_seq_share": 0.7337,
  "syn_inst": 11370,
  "power_leakage_nw": 83.71,
  "switching_share": 0.2395,
  "cts.htree.levels": 6,
  "logic_family": "multiplexers",
  "adder_share": 0.001432,
  "grt_max_degree": 130,
  "synthFlopType": "edfxtp_1",
  "die_h_um": 764.3,
  "setup_slack_ps": 25150,
  "worst_pin_slew_ps": 1313,
  "grt.total_usage": 0.2280,
  "flop_area_um2": 170600,
  "status": "finished clean",
  "wl_mm": 604.6,
  "switching_power_mw": 3.548,
  "fillers": 46560,
  "synthToLayoutAreaGrowth_pct": 14.34,
  "cts_buffers": 593,
  "routabilityCongestion": 0.9394,
  "wl_per_cell_um": 29.91,
  "ys_area_um2": 232500,
  "common_cells": "edfxtp_1 (5376), mux4_2 (1733), nand2_1 (604), dfxtp_1 (456), clkbuf_1 (425)",
  "overflow": 0,
  "synth_area_um2": 232500,
  "clk_path_buf_depth": 4,
  "reg.largest.list": "IP_table.ip_bram.ram x2048, RST_table.ip_bram.ram x1600, CSPT_tableout.ip_bram.ram x1280",
  "top_cell_area_share": 0.6945,
  "synthArstFlopShare": 0,
  "drtPass1Iterations": 8,
  "relSlewSlack": 0.1124,
  "fin_tns_setup_ps": 0,
  "antenna_found_initial": 31,
  "final_core_util": 0.4598,
  "synthDistinctLibCells": 78,
  "p_per_area_nw_per_um2": 55.73,
  "endpoint_kind": "output pin",
  "yosys.area.top_type": "edfxtp_1",
  "via_per_inst": 5.794,
  "hp-class": "flop to flop",
  "hold_violations": 0,
  "syn_area_per_cell_um2": 20.45,
  "simple_gate_share": 0.03048,
  "largest_register_ffs": 2048,
  "p_total_mw": 14.81,
  "maxCapViolations": 0,
  "rows": 279,
  "period_needed_ps": 12850
}
==> path summary, 6_finish.rpt <==
kind                        startpoint                                      to  slack (ps)  depth (start not counted)
min reg2reg  visitaddr0[26]$_SDFF_PN0_               visitaddr1[26]$_SDFF_PN0_         390                          1
max          CSPT_table.choose$_DFF_P_                             IPsigout[2]       25150                          7
min          visitaddr0[26]$_SDFF_PN0_               visitaddr1[26]$_SDFF_PN0_         390                          1
max reg2reg  CSPT_table.choose$_DFF_P_  CSPT_table.ip_bram.dout_reg[2]$_DFF_P_       29150                         17
==> layout make-up <==
type | count | share of cell area
flip-flops and latches | 5832 | 0.6417
multi-input cells | 4769 | 0.2248
clock buffers | 795 | 0.06087
well taps | 7727 | 0.03637
repair buffers | 732 | 0.02289
clock inverters | 294 | 0.01255
inverters | 34 | 0.0004802
diodes | 33 | 0.0003107
==> layout by cell type (no fill, tap or decap), types with 82 or more instances in the layout <==
cell type	instances
edfxtp_1	5376
mux4_2	1733
nand2_1	604
clkbuf_16	600
buf_4	594
dfxtp_1	451
mux2i_1	416
nor2_1	303
clkbuf_1	151
and2_1	136
a311oi_1	134
a211oi_1	133
a21oi_1	127
and3_1	123
o221ai_1	111
clkdlybuf4s50_1	106
o21ai_0	100
clkinv_2	92
o22ai_1	85
clkinv_1	82
==> per-layer routing <==
metal	up-vias	global-route usage	wire (um)
li1	48730	-	-
met1	59150	0.2543	184600
met3	1119	0.1880	110400
met2	8089	0.3356	287300
met4	42	0.06501	21590
met5	-	0.01275	759
==> stage by stage <==
stage                     hold slack, ps  instance area, um2  instances
after floorplan                    411.9              232500      11370
after global placement             419.3              246200      19090
after detailed placement           420.7              246200      19090
after CTS                          385.3              265700      20180
after global routing               413.4              265800      20200
final                              394.0              265800      20220
==> power groups by stage <==
stage / clock network (mW) / registers, mW / logic (mW)
4_1_cts: 5.89 / 7.53 / 1.49
5_1_grt: 6.14 / 7.53 / 1.61
6_report: 5.79 / 7.53 / 1.49
==> logic make-up after synthesis <==
| group | count (synthesis) |
|---|---|
| flip-flops | 5832 |
| AND/OR/NAND/NOR | 1531 |
| multiplexers | 2213 |
| AND-OR/OR-AND | 884 |
| buffers and inverters | 767 |
| XOR/XNOR | 115 |
| adder cells (fa/ha/maj) | 26 |
==> worst max-delay path: stages, from the launching register on <==
cell             delay [ps]
dfxtp_1                 720
mux2i_1                 470
ha_1                    390
nor3b_2                 690
a21oi_1                 320
xnor2_1                 730
inv_2                   280
clkdlybuf4s50_1         550
Power is estimated from default activity; no workload was simulated.
