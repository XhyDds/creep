**flow/config.mk**
```make
export PLATFORM = sky130hd
export DESIGN_NAME = L2cache_prefnum
export DESIGN_NICKNAME = L2cache_prefnum
export VERILOG_FILES = /design/flow/design.v
export SDC_FILE = /design/flow/constraint.sdc
export NUM_CORES = 4
export LEC_CHECK = 1
export CORE_UTILIZATION = 50
```
**flow/constraint.sdc**
```tcl
current_design L2cache_prefnum

set clk_period 6.2
set clk_io_pct 0.2

create_clock -name clk0 -period $clk_period [get_ports {clk}]

set non_clock_inputs [all_inputs -no_clocks]
set_input_delay [expr $clk_period * $clk_io_pct] -clock clk0 $non_clock_inputs
set_output_delay [expr $clk_period * $clk_io_pct] -clock clk0 [all_outputs]
```
**flow/design.v**
```verilog
module L2cache_prefnum#(
    parameter   addr_width=4,
                data_width=3,
                way=8
)
(
    input       clk,rstn,
    input       [addr_width-1:0]num_addr_read,
    input       [addr_width-1:0]num_addr_write,
    input       [data_width-1:0]num_din,
    output      [data_width-1:0]num_dout,
    input       [way-1:0]hit,
    input       [way-1:0]num_we,
    input       clear
    );
wire [data_width-1:0]num_data[way-1:0];
L2cache_prefnum_lut #(
    .DATA_WIDTH(data_width),
    .ADDR_WIDTH(addr_width)
)
way0(
    .clk(clk),.rstn(rstn),
    .waddr(num_addr_write),
    .din(num_din),
    .we(num_we[0]),
    .raddr(num_addr_read),
    .dout(num_data[0]),
    .clear(clear & num_we[0])
);
L2cache_prefnum_lut #(
    .DATA_WIDTH(data_width),
    .ADDR_WIDTH(addr_width)
)
way1(
    .clk(clk),.rstn(rstn),
    .waddr(num_addr_write),
    .din(num_din),
    .we(num_we[1]),
    .raddr(num_addr_read),
    .dout(num_data[1]),
    .clear(clear & num_we[1])
);
L2cache_prefnum_lut #(
    .DATA_WIDTH(data_width),
    .ADDR_WIDTH(addr_width)
)
way2(
    .clk(clk),.rstn(rstn),
    .waddr(num_addr_write),
    .din(num_din),
    .we(num_we[2]),
    .raddr(num_addr_read),
    .dout(num_data[2]),
    .clear(clear & num_we[2])
);
L2cache_prefnum_lut #(
    .DATA_WIDTH(data_width),
    .ADDR_WIDTH(addr_width)
)
way3(
    .clk(clk),.rstn(rstn),
    .waddr(num_addr_write),
    .din(num_din),
    .we(num_we[3]),
    .raddr(num_addr_read),
    .dout(num_data[3]),
    .clear(clear & num_we[3])
);
L2cache_prefnum_lut #(
    .DATA_WIDTH(data_width),
    .ADDR_WIDTH(addr_width)
)
way4(
    .clk(clk),.rstn(rstn),
    .waddr(num_addr_write),
    .din(num_din),
    .we(num_we[4]),
    .raddr(num_addr_read),
    .dout(num_data[4]),
    .clear(clear & num_we[4])
);
L2cache_prefnum_lut #(
    .DATA_WIDTH(data_width),
    .ADDR_WIDTH(addr_width)
)
way5(
    .clk(clk),.rstn(rstn),
    .waddr(num_addr_write),
    .din(num_din),
    .we(num_we[5]),
    .raddr(num_addr_read),
    .dout(num_data[5]),
    .clear(clear & num_we[5])
);
L2cache_prefnum_lut #(
    .DATA_WIDTH(data_width),
    .ADDR_WIDTH(addr_width)
)
way6(
    .clk(clk),.rstn(rstn),
    .waddr(num_addr_write),
    .din(num_din),
    .we(num_we[6]),
    .raddr(num_addr_read),
    .dout(num_data[6]),
    .clear(clear & num_we[6])
);
L2cache_prefnum_lut #(
    .DATA_WIDTH(data_width),
    .ADDR_WIDTH(addr_width)
)
way7(
    .clk(clk),.rstn(rstn),
    .waddr(num_addr_write),
    .din(num_din),
    .we(num_we[7]),
    .raddr(num_addr_read),
    .dout(num_data[7]),
    .clear(clear & num_we[7])
);
assign num_dout = hit[0] ? num_data[0] :
                  hit[1] ? num_data[1] :
                  hit[2] ? num_data[2] :
                  hit[3] ? num_data[3] :
                  hit[4] ? num_data[4] :
                  hit[5] ? num_data[5] :
                  hit[6] ? num_data[6] :
                  hit[7] ? num_data[7] : 0;
endmodule
module L2cache_prefnum_lut #(
    parameter DATA_WIDTH = 32,
              ADDR_WIDTH = 8
)
(
    input clk,rstn,                     
    input [ADDR_WIDTH-1:0] raddr,   
    input [ADDR_WIDTH-1:0] waddr,
    input [DATA_WIDTH-1:0] din,    
    input we,                      
    output [DATA_WIDTH-1:0] dout,
    input clear
); 
    reg [DATA_WIDTH-1:0] dout_r;
    reg [DATA_WIDTH-1:0] ram [0:(1 << ADDR_WIDTH)-1];
    integer i;
    initial begin
        for (i = 0; i < (1 << ADDR_WIDTH); i = i + 1) begin
            ram[i] = 0;
        end
    end
    assign dout = dout_r;
    always @(posedge clk) begin
        if(!rstn)dout_r <= 0;
        else dout_r <= (waddr == raddr && we) ? din : ram[raddr];
        if (we) ram[waddr] <= din;
        else if(clear) ram[waddr] <= {DATA_WIDTH{1'b0}};
    end
endmodule
```
**flow/run.sh**
```bash
#!/bin/bash
# OpenROAD 26Q1-2900-gdf79404cd8, Yosys 0.63+post, stock flow scripts
make -C /OpenROAD-flow-scripts/flow DESIGN_CONFIG=/design/flow/config.mk WORK_HOME=/design/flow/orfs finish
```
==> impl_metrics.ini <==
; physical design summary
[synth]
aoi_share_pct = 4.39
ys_chip_area_um2 = 16400
yosys-top-cells-count = 384 x edfxtp_1, 129 x and2_1, 96 x mux4_2
synth-async-reset-ratio_pct = 0
synth.logic.top_family = multiplexers
ys.warnings.count = 2
mux_area_share_pct = 13.2
synth_cell_types = 22
syn_area_per_cell_um2 = 18.6
simple_gate_area_share_pct = 6.94
largest_area_cell = edfxtp_1
synthTopCellsByArea = edfxtp_1 70%, mux4_2 13%, and2_1 4.9%, dfxtp_1 2.9%, a22o_1 2.7%
synth_area_um2 = 16400
synth-main-ff-cell = edfxtp_1
synth_stat.cells = 884
yosysMostFrequentCell = edfxtp_1
synth_top_area_share_pct = 70.3
xor_share_pct = 0.214
ys_sh_adder_pct = 0
ys_seq_share_pct = 73.2
edf_count = 384
synthCells = 884
ys_seq_elements = 408

[worst_setup_path]
cp-end-kind = primary output
r2r_start = way6.ram[13][2]
worstPathCellList = clkdlybuf4s50_1 -> nand2_1 -> o21ai_0 -> a221oi_1 -> o31ai_1 -> a22o_1 -> clkdlybuf4s50_1
max_stage_delay_ns = 0.55
crit_end = num_dout[2]
crit_family = buffers and inverters
crit_start = hit[7]
ff2ff_setup_slack_ns = 4.60
path_buffers = 2
path_depth = 7
r2r_end = way6.dout_r[2]
cp.required_ns = 4.96
cp_slowest_cell = clkdlybuf4s50_1
worst-path-max-fanout = 3
rr_worst_depth = 4
arrival_ns = 3.28
worstSetupPathType = input port to primary output
crit_top_cell = clkdlybuf4s50_1
critPathLaunchType = input port

[finish]
finalInstanceArea_um2 = 18500
syn_to_final_growth_pct = 12.9
layout-drive-gt1-share_pct = 20.6
post-route-util_pct = 58.1

[placement]
dp_hpwl_um = 21200
gp_congestion = 0.866
dpl_cell_area_um2 = 17200
portBuffers = 31

[clock_tree]
cts_buffer_depth = 3
tritoncts = done
h-tree-depth = 2
hold_buffers = 0
cts_root_buf = clkbuf_16
clock_latency_ns = 0.53
cts_resized = 0
clkSinkCount = 408
clk_pin_slew_ns = 0.06
postCtsSetupBuffers = 0
cts-buffers-inserted = 41

[global_route]
overflow = 0
grt_first_pass_wirelength_um = 54300
grt_max_degree = 73
antenna_found_initial = 2
grt_pass1_vias = 9186
grtUsageTotal_pct = 25.2

[timing]
rsz0062_at_grt = false
finalSetupViolations = 0
max_slew_margin_pct = 45.2
fin_crit_ns = 4.52
slew_viol_final = 0
clock.fmax_mhz = 221
fin_setup_tns_ns = 0
fin_crit_sh_pct = 72.9
clock_skew_ns = 0.00997
hold_viol_final = 0
tightest_slew_ns = 0.816

[power]
leakagePower_nw = 6.01
powerDensity_nw_per_um2 = 317
ir_drop_mv = 0.196
power_w = 0.00587

[run]
tool_warnings = 26
cap_violations = 0

[floorplanning]
core_region_area_um2 = 31900
die_w_um = 183
row_count = 65
io_pins = 33
dieHeight_um = 183
die_area_um2 = 33500
fp_util_pct = 51.4

[routing]
first_pass_iters = 5
antenna_left = 0
wl_per_cell_um = 25.8
via_per_inst = 5.86
drt_iter0_markers = 506
finalWirelength_um = 35800
drc = 0
vias = 8137

[outcome]
outcome = finished, final reports clean

[min_path]
hold_path.class = flip-flop to flip-flop
-- metrics by stage --
step / std cells / worst slack, ns / hold slack [ns]
6_report: 1388 / 1.68 / 0.834
5_1_grt: 1385 / 1.59 / 0.901
4_1_cts: 1385 / 1.66 / 0.838
3_5_place_dp: 1309 / 1.67 / 0.821
3_3_place_gp: 1309 / 1.67 / 0.831
2_1_floorplan: 884 / 3.05 / 0.768
-- sequential cells by signal (all words and copies together), names as in the netlist, 48 cells and up --
| register | cells |
|---|---|
| way0.ram | 48 |
| way3.ram | 48 |
| way4.ram | 48 |
| way6.ram | 48 |
| way2.ram | 48 |
| way1.ram | 48 |
| way7.ram | 48 |
| way5.ram | 48 |
-- layout by cell type, fill, tap and decap left out, types with 2 or more instances in the layout --
cell               n
edfxtp_1         384
and2_1           129
mux4_2            96
a22o_1            51
clkbuf_16         43
buf_4             33
nor2_1            32
clkdlybuf4s50_1   26
nand2_1           24
o22ai_1           24
dfxtp_1           24
a21oi_1           12
clkinv_1           9
clkbuf_1           7
clkinv_2           7
inv_1              6
nor3_1             6
nand2b_1           4
xor2_1             4
bufinv_16          4
clkinvlp_4         4
diode_2            3
o21ai_0            3
a221oi_1           3
nor2b_1            3
o31ai_1            3
nor2_2             2
nor2b_2            2
-- per-layer routing --
layer | share of wire (%) | up-vias | GRT usage [%]
met5 | 0.18 | - | 1.48
met4 | 2.6 | 2 | 5.20
met3 | 15 | 64 | 16.8
met1 | 35 | 4036 | 33.9
met2 | 48 | 443 | 37.1
li1 | - | 3592 | -
-- where the power goes --
group | total, W | internal (W) | switching, W
registers | 0.00310 | 0.00308 | 0.0000169
clock network | 0.00243 | 0.00144 | 0.000992
logic | 0.000344 | 0.000141 | 0.000203
total | 0.00587 | 0.00466 | 0.00121
-- layout make-up --
type | count | area, µm²
diodes | 3 | 7.51
fillers | 2327 | 13400
repair buffers | 60 | 519
inverters | 6 | 22.5
clock buffers | 50 | 1100
clock inverters | 26 | 236
multi-input cells | 400 | 4070
well taps | 435 | 544
flip-flops and latches | 408 | 12000
-- cells by family (layout without fill, tap and decap cells) --
group           count (synthesis)  count (layout)
compound gates                 96              96
other cells                     0               3
simple gates                  204             204
mux                            96              96
xor+xnor                        4               4
flops                         408             408
buf+inv                        76             142
-- worst min-delay path, stage by stage, from the launching register on --
cell,delay [ns]
edfxtp_1,0.32
mux4_2,0.22
a22o_1,0.11
nor2_1,0.04
o22ai_1,0.09
-- worst min-delay path by stage --
stage          startpoint  slack (ns)        endpoint  cells past startpoint
6_report  way5.ram[15][0]        0.83  way5.dout_r[0]                      4
5_1_grt    way5.ram[6][0]        0.90  way5.dout_r[0]                      4
4_1_cts   way5.ram[15][0]        0.84  way5.dout_r[0]                      4
No activity file was given, so power comes from the tool's default toggle rates.
