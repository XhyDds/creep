[flow/run.sh]
#!/bin/bash
# OpenROAD 26Q1-2900-gdf79404cd8, Yosys 0.63+post, stock flow scripts
make -C /OpenROAD-flow-scripts/flow DESIGN_CONFIG=/design/flow/config.mk WORK_HOME=/design/flow/orfs finish
[flow/config.mk]
export PLATFORM = sky130hd
export DESIGN_NAME = perceptron
export DESIGN_NICKNAME = perceptron
export VERILOG_FILES = /design/flow/design.v
export SDC_FILE = /design/flow/constraint.sdc
export NUM_CORES = 4
export LEC_CHECK = 1
export CORE_UTILIZATION = 50
export SYNTH_MEMORY_MAX_BITS = 65536
[flow/constraint.sdc]
current_design perceptron

set clk_period 64.3
set clk_io_pct 0.2

create_clock -name clk0 -period $clk_period [get_ports {clk}]

set non_clock_inputs [all_inputs -no_clocks]
set_input_delay [expr $clk_period * $clk_io_pct] -clock clk0 $non_clock_inputs
set_output_delay [expr $clk_period * $clk_io_pct] -clock clk0 [all_outputs]
[flow/design.v]
module perceptron #(
    parameter   hash_width = 8,
                h_width = 16,
                weight_width = 3,
                tag_width = 24,
                threshold = 7'h10
) (
    input  clk,
    input  stall,
    input  update_en,
    input  [hash_width-1:0] pc_hashed,
    input  [tag_width-1:0] tag,
    input  [h_width-1:0] h,
    output reg taken_pdc,
    output reg[h_width*weight_width-1:0] weight_h,
    input  [hash_width-1:0] pc_hashed_upt,
    input  [tag_width-1:0] tag_upt,
    input  mis_pdc_taken,
    input  [h_width-1:0]h_upt,
    input  [h_width*weight_width-1:0] weight_h_upt
);
    wire [h_width*weight_width-1:0] weight;
    wire [tag_width-1:0] tag_;
    reg  [tag_width-1:0] tag_reg;
    reg [h_width*weight_width-1:0] weight_upt;
    wire hit=(tag_==tag_reg);
    always @(posedge clk) begin
        if(~stall)  tag_reg<=tag;
    end
    sp_bram#(
        .ADDR_WIDTH(hash_width),
        .DATA_WIDTH(h_width*weight_width+tag_width),
        .INIT_NUM(0)
    )u_weight_table(
        .clk(clk),
        .raddr(pc_hashed),
        .dout({weight, tag_}),
        .enb(~stall),
        .waddr(pc_hashed_upt),
        .din({weight_upt, tag_upt}),
        .we(update_en)
    );
        localparam compute_width = weight_width+4;
        wire [compute_width*h_width-1:0] d;         
        genvar j;
        generate
            for(j=0;j<h_width;j=j+1) begin: BLOCK_INITIAL
                assign d[(compute_width*(j+1))-1:compute_width*j]=~{h[j]^weight[(weight_width*(j+1))-1],4'd0,weight[(weight_width*(j+1))-2:weight_width*j]}+1;
            end
        endgenerate
        wire [compute_width*(h_width/2)-1:0] dd;         
        genvar jj;
        generate
            for(jj=0;jj<h_width/2;jj=jj+1) begin: BLOCK_1
                assign dd[(compute_width*(jj+1))-1:compute_width*jj]=d[(compute_width*(2*jj+1))-1:compute_width*2*jj]+d[(compute_width*(2*jj+2))-1:compute_width*(2*jj+1)];
            end
        endgenerate
        wire [compute_width*(h_width/4)-1:0] ddd;         
        genvar jjj;
        generate
            for(jjj=0;jjj<h_width/4;jjj=jjj+1) begin: BLOCK_2
                assign ddd[(compute_width*(jjj+1))-1:compute_width*jjj]=dd[(compute_width*(2*jjj+1))-1:compute_width*2*jjj]+d[(compute_width*(2*jjj+2))-1:compute_width*(2*jjj+1)];
            end
        endgenerate
        wire [compute_width*(h_width/8)-1:0] dddd;         
        genvar jjjj;
        generate
            for(jjjj=0;jjjj<h_width/8;jjjj=jjjj+1) begin: BLOCK_3
                assign dddd[(compute_width*(jjjj+1))-1:compute_width*jjjj]=ddd[(compute_width*(2*jjjj+1))-1:compute_width*2*jjjj]+d[(compute_width*(2*jjjj+2))-1:compute_width*(2*jjjj+1)];
            end
        endgenerate
        wire [compute_width*(h_width/16)-1:0] ddddd;         
        genvar jjjjj;
        generate
            for(jjjjj=0;jjjjj<h_width/16;jjjjj=jjjjj+1) begin: BLOCK_4
                assign ddddd[(compute_width*(jjjjj+1))-1:compute_width*jjjjj]=dddd[(compute_width*(2*jjjjj+1))-1:compute_width*2*jjjjj]+d[(compute_width*(2*jjjjj+2))-1:compute_width*(2*jjjjj+1)];
            end
        endgenerate
        wire [compute_width-1:0] res=ddddd+threshold;     
    always @(*) begin
        weight_h=0;
        taken_pdc=0;
        if(hit) begin
            weight_h=weight;
            if(res[compute_width-1]) taken_pdc=0;     
            else taken_pdc=1;
        end
    end
    genvar k;
    generate
        for(k=0;k<h_width;k=k+1) begin: BLOCK_INITIAL
            assign weight_upt[(weight_width*(k+1))-1:weight_width*k]
                =  (mis_pdc_taken^(weight_h_upt[weight_width*(k+1)-1]^h_upt[k]))   
                    ?(   
                        (|weight_h_upt[(weight_width*(k+1))-2:weight_width*k])   
                        ?(weight_h_upt[(weight_width*(k+1))-1:weight_width*k]-1)
                        :(weight_h_upt[(weight_width*(k+1))-1:weight_width*k])
                    )
                    :(   
                        (&weight_h_upt[(weight_width*(k+1))-2:weight_width*k])   
                        ?(weight_h_upt[(weight_width*(k+1))-1:weight_width*k])
                        :(weight_h_upt[(weight_width*(k+1))-1:weight_width*k]+1)
                    );
        end
    endgenerate
endmodule
module sp_bram #(
    parameter ADDR_WIDTH = 8,
              DATA_WIDTH = 2,
              INIT_NUM   = 0
)
(
    input clk,                     
    input [ADDR_WIDTH-1:0] raddr,   
    output reg[DATA_WIDTH-1:0] dout,
    input enb,                       
    input [ADDR_WIDTH-1:0] waddr,
    input [DATA_WIDTH-1:0] din,    
    input we                       
); 
    reg [DATA_WIDTH-1:0] ram [0:(1 << ADDR_WIDTH)-1];
    integer i;
    initial begin
        for (i = 0; i < (1 << ADDR_WIDTH); i = i + 1) begin
            ram[i] = INIT_NUM;
        end
    end
    always @(posedge clk) begin
        if(enb) dout <= ram[raddr];
        if (we) ram[waddr] <= din;
    end
endmodule
==> run summary <==
fresh numbers from the pnr run: CP endpoint kind output port, Detailed Place HPWL 1470 mm, met2 wire length 999 mm, MUX share of area 14.5%, Post-Syn Area 708000 um2, tool warnings 52, drt pass-1 iters 9, Most Frequent Cell on Critical Path clkdlybuf4s50_1, YS chip area 708000 um2, Highest Signal Layer met5, total power 25.5 mW, DRC violation count after routing 0, post-cts hold-fix buffer tally 0, r2r endpoint u_weight_table.dout[42], Setup TNS 0 ps, Area growth syn-to-layout 13.8%, RD Place Congestion 0.964, clk ins delay skew pair 1440 ps, status completed, Synth cell types 77, largest buffer count on any clock path 6, CP Buf/Inv Count 2, leak pwr 257 nW, max FFs per register 18.4k, Post-CTS Setup Bufs 0, synth warn 18, worst hold path startpoint u_weight_table.ram[127][16], port buffer count 181, post-layout min period 26990 ps, worst-path cell chain clkdlybuf4s50_1, xor2_1, nor4_1, clkdlybuf4s50_1, CP required 51440 ps, post-DR wirelength/cell 42.0 um, Sink Count 18.5k, initial antenna violation count 243, Synth flops 18.5k, Slew headroom 7.48%, reg2reg path depth 8, dominant register cell edfxtp_1, final setup fails 0, delay of the slowest critical-path stage 510 ps, largest net degree at the start of global routing 114, R2R Setup Slk 60160 ps, crit path max fanout 1, Main logic family multiplexers, ao+oa area frac 3.78%, syn_area_per_cell 21.9 um2, Adder Share, Synth 0%, PwrDens 31.6 nW/um2, CTS root buffer clkbuf_16, core area 1410000 um2, Slew @ Worst Pin 1390 ps, flip-flops with a built-in enable 18.5k, Worst Hold Depth 5, Basic Gates by Area 1.43%, top cells, area edfxtp_1 79%, mux4_2 11%, mux2i_1 3.7%, xor/xnor share 0.0705%, arrival time worst endpoint 14130 ps, # fillers 100k, fin crit share 42.0%, WL final 2350 mm, post-cts sizing count 0, Final Hold Viols 0, Setup Crit Path Kind input pin to output port, number of I/O pins 197, die extent in x 1.19 mm, vias per cell 6.43, number of global-route vias before repair 389k, cells after synthesis 32.3k, CP top delay family buffers and inverters, r2r startpoint u_weight_table.ram[72][42], Total Routing Usage GR 37.7%, first-pass GRT wire length 3170 mm, CTS tree done, Die H 1.19 mm, met3 wire length 586 mm, global route total overflow 0, total CTS buffers 1913, Seq share, synth 78.6%, CP max stage cell clkdlybuf4s50_1, Critical Path Source Type input pin, HP Class flip-flop to flip-flop, vias 360k, clock-pin transition on the worst setup and hold timing paths 60 ps, row cnt 436, ys async rst share 0%, FMAX 37.0 MHz, IR drop worst, VDD 0.0000318 V, cell accounting for the most synthesized area edfxtp_1, floorplan core density 50.2%, Iter 0 DRT Violations 26.9k, Area leader share 78.6%, chip footprint 1420000 um2, routed metal-1 wirelength 600 mm, layout cells sized above 1 24.9%, Max Cap Violations 0, RSZ-0062 raised after global routing false, Clock Skews 167 ps, Max Slew Vio Count 0, CTS H-tree depth 7, yosys cell count 32.3k, Post-DRT Antenna Nets 0, Endpoint, Worst Hold u_weight_table.dout[16]
-- where the power goes --
group / switching, mW / internal [mW] / leakage, nW / total, mW
clock network: 4.48 / 5.93 / 28.4 / 10.4
logic: 1.15 / 0.422 / 60.8 / 1.58
registers: 0.0190 / 13.5 / 168 / 13.5
-- logic make-up after synthesis --
logic type             after synthesis
AND-OR/OR-AND                     3666
XOR/XNOR                            57
buffers and inverters             2006
flip-flops                       18500
multiplexers                      6035
AND/OR/NAND/NOR                   2037
-- worst max-delay path by stage --
stage	endpoint	from	slack (ps)	depth (start not counted)
4_1_cts	taken_pdc	h[0]	37310	4
5_1_grt	taken_pdc	h[0]	37210	4
6_report	taken_pdc	h[0]	37310	4
-- final cells by class --
type                            count  area [um2]  area share, %
Tap cell                        18800       23600           2.92
Antenna cell                      766        1920          0.238
Clock buffer                     2365       50000           6.20
Multi-Input combinational cell  11800      145000           17.9
Timing Repair Buffer             2670       21900           2.71
Inverter                           20        95.1         0.0118
Clock inverter                   1030        7860          0.975
Sequential cell                 18500      556000           69.0
-- Yosys cell counts, types with 14 or more instances --
master and n:
xnor2_1 39, nand3_1 109, a211oi_1 187, buf_6 222, a21o_1 20, mux4_2 3378
xor2_1 18, o211ai_1 302, a2111oi_0 86, clkbuf_1 909, buf_1 141, and3_1 16
nor3_1 430, a211o_1 17, nor4_1 277, a31oi_1 19, buf_8 60, nor4_2 20
mux2i_1 2618, a22o_1 203, nand4_1 153, nor2_1 527, o22ai_1 760, o221ai_1 502
a2bb2oi_1 34, a2111oi_2 15, buf_4 207, o21ai_1 43, buf_12 37, a32oi_1 32
a311oi_1 14, and2_1 52, edfxtp_1 18500, a21oi_1 456, o32ai_1 29, a22oi_1 417
nand2_1 348, inv_1 19, mux2_2 39, a221oi_1 333, o21ai_0 148, buf_2 408
nand2b_1 22
-- worst reg2reg max path, delay by kind of cell, from the launching register on --
kind / cells / cell delay, ps
AND/OR/NAND/NOR: 2 / 1270
AND-OR/OR-AND: 3 / 1550
buffers and inverters: 2 / 730
flip-flops: 1 / 330
multiplexers: 1 / 60
-- metal layers --
layer | GRT usage, % | up-vias
met3 | 39.3 | 5016
met2 | 47.5 | 31000
met4 | 16.7 | 408
met1 | 38.9 | 179000
met5 | 16.9 | -
li1 | - | 145000
-- stage by stage --
step           hold slack [ps]  cells  instance area (um2)  utilization, %  setup WS [ps]
2_1_floorplan              848  32300               708000               -          38380
3_3_place_gp              1130  51800               746000            52.9          37280
3_5_place_dp              1110  51800               746000            52.9          37330
4_1_cts                   1140  55200               804000            57.0          37310
5_1_grt                   1220  55900               806000            57.1          37210
6_report                  1130  56000               806000            57.2          37310
-- layout by cell type, fill, tap and decap left out, types with 452 or more instances in the layout --
master,instances
o22ai_1,707
clkinv_1,521
o221ai_1,501
buf_4,2398
a21oi_1,452
mux2i_1,2616
clkbuf_16,1934
diode_2,766
edfxtp_1,18500
mux4_2,3378
Power and IR drop assume default switching activity.
